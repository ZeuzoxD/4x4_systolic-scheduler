## flow/config.mk

```make
export PLATFORM = sky130hd
export DESIGN_NAME = systolic_array
export DESIGN_NICKNAME = systolic_array
export VERILOG_FILES = /design/flow/design.v
export SDC_FILE = /design/flow/constraint.sdc
export NUM_CORES = 4
export LEC_CHECK = 1
export CORE_AREA = 10 10 132 132
export DIE_AREA = 0 0 142 142
```

## flow/constraint.sdc

```tcl
current_design systolic_array

set clk_period 7.4
set clk_io_pct 0.2

create_clock -name clk0 -period $clk_period [get_ports {clk}]

set non_clock_inputs [all_inputs -no_clocks]
set_input_delay [expr $clk_period * $clk_io_pct] -clock clk0 $non_clock_inputs
set_output_delay [expr $clk_period * $clk_io_pct] -clock clk0 [all_outputs]
```

## flow/design.v

```verilog
`timescale 1ns / 1ps
module systolic_array(inp_west0, inp_west4, inp_west8, inp_west12, inp_north0, inp_north1, inp_north2, inp_north3,
                      clk, rst, done);
    input [31:0] inp_west0, inp_west4, inp_west8, inp_west12, inp_north0, inp_north1, inp_north2, inp_north3;
    output reg done;
    input clk, rst;
    reg [31:0] count;   
    wire [31:0] outp_south0, outp_south1, outp_south2, outp_south3, outp_south4, outp_south5, outp_south6, outp_south7, outp_south8, outp_south9, outp_south10, outp_south11, outp_south12, outp_south13, outp_south14, outp_south15;
    wire [31:0] outp_east0, outp_east1, outp_east2, outp_east3, outp_east4, outp_east5, outp_east6, outp_east7, outp_east8, outp_east9, outp_east10, outp_east11, outp_east12, outp_east13, outp_east14, outp_east15;
    wire [63:0] result0, result1, result2, result3, result4, result5, result6, result7, result8, result9, result10, result11, result12, result13, result14, result15;
    block P0 (inp_north0, inp_west0, clk, rst, outp_south0, outp_east0, result0);
    block P1 (inp_north1, outp_east0, clk, rst, outp_south1, outp_east1, result1);
    block P2 (inp_north2, outp_east1, clk, rst, outp_south2, outp_east2, result2);
    block P3 (inp_north3, outp_east2, clk, rst, outp_south3, outp_east3, result3);
    block P4 (outp_south0, inp_west4, clk, rst, outp_south4, outp_east4, result4);
    block P5 (outp_south1, outp_east4, clk, rst, outp_south5, outp_east5, result5);
    block P6 (outp_south2, outp_east5, clk, rst, outp_south6, outp_east6, result6);
    block P7 (outp_south3, outp_east6, clk, rst, outp_south7, outp_east7, result7);
    block P8 (outp_south4, inp_west8, clk, rst, outp_south8, outp_east8, result8);
    block P9 (outp_south5, outp_east8, clk, rst, outp_south9, outp_east9, result9);
    block P10 (outp_south6, outp_east9, clk, rst, outp_south10, outp_east10, result10);
    block P11 (outp_south7, outp_east10, clk, rst, outp_south11, outp_east11, result11);
    block P12 (outp_south8, inp_west12, clk, rst, outp_south12, outp_east12, result12);
    block P13 (outp_south9, outp_east12, clk, rst, outp_south13, outp_east13, result13);
    block P14 (outp_south10, outp_east13, clk, rst, outp_south14, outp_east14, result14);
    block P15 (outp_south11, outp_east14, clk, rst, outp_south15, outp_east15, result15);
    always @(posedge clk or posedge rst) begin
        if(rst) begin
            done <= 0;
            count <= 0;
        end
        else begin
            if(count == 11) begin
                done <= 1;
                count <= 0;
            end
            else begin
                done <= 0;
                count <= count + 1;
            end
        end    
    end
endmodule
`timescale 1ns / 1ps
module block(inp_north, inp_west, clk, rst, outp_south, outp_east, result);
    input [31:0] inp_north, inp_west;
    input clk, rst;
    output reg [31:0] outp_south, outp_east;
    output reg [63:0] result;
    wire [63:0] multi;
    always @(posedge clk or posedge rst) begin
        if(rst) begin
            result <= 64'b0;
            outp_east <= 32'b0;
            outp_south <= 32'b0;
        end
        else begin
            result <= result + multi;
            outp_east <= inp_west;
            outp_south <= inp_north;
        end
    end
    assign multi = inp_north * inp_west;
endmodule
```

## flow/run.sh

```bash
#!/bin/bash
# OpenROAD 26Q1-2900-gdf79404cd8, Yosys 0.63+post, stock flow scripts
make -C /OpenROAD-flow-scripts/flow DESIGN_CONFIG=/design/flow/config.mk WORK_HOME=/design/flow/orfs finish
```

==> results.rst <==
Physical design figures
=======================

.. list-table::
   :header-rows: 1

   * - Metric
     - Value
   * - DP Wirelength
     - 1850 microns
   * - Reg2reg setup slack
     - 5.63 ns
   * - Vias per cell
     - 3.19
   * - Post-cts hold buffer count
     - 0
   * - CORE AREA
     - 14500 sq um
   * - Overall power after layout
     - about 0.38 mW
   * - Gates resized, CTS repair
     - 0
   * - Post-CTS setup-driven buffer insertion count
     - 0
   * - Number of CTS-inserted buffers
     - 5
   * - Max Fanout on Critical Path
     - 1
   * - Routed wire length per instance
     - approximately 8.3 microns
   * - Placer congestion estimate
     - 0.775
   * - Final worst path period share
     - 0.343
   * - Slowest stage cell on the critical path
     - sky130_fd_sc_hd__clkdlybuf4s50_1
   * - Starting Density
     - 0.113
   * - Cells along the critical path
     - clkdlybuf4s50_1
   * - Ys Warns
     - 2
   * - Source-to-sink clock delay at the later pin of the worst-skew pair
     - 0.28 ns
   * - Die Span Y
     - 142 microns
   * - Fill cell count
     - 1648
   * - Initial antenna violation count
     - 0
   * - Number of top-level pins
     - 259
   * - Synth cell count leaders
     - sky130_fd_sc_hd__dfrtp_1 (33), sky130_fd_sc_hd__xnor2_1 (15), sky130_fd_sc_hd__xor2_1 (15)
   * - Overall overflow remaining after global route
     - 0
   * - Slew at the pin closest to its max-slew limit
     - 0.419 ns
   * - Overall routed net length
     - between 2000 and 3000 microns
   * - Drt first pass iters
     - 4
   * - Pin count of the biggest net entering global routing
     - 34
   * - PnR worst setup slack
     - between 4 and 5 ns
   * - Reported leakage power
     - 0.888 nW
   * - Crit path launch type
     - flip-flop
   * - Pwr/cell area
     - between 150 and 200 nW/um^2
   * - Worst IR Drop VDD
     - between 0.08 and 0.09 mV
   * - Flip-flops with a built-in enable
     - 0
   * - Clock-pin transition on the worst setup and hold timing paths
     - 0.06 ns
   * - H-tree level count
     - 2
   * - Port-buffer cells
     - 2
   * - All-Layer GR Usage
     - 0.0270
   * - Biggest cell delay along the critical path
     - 0.46 ns
   * - Count of routing violations after the opening detailed-route iteration
     - 52
   * - Die outline width
     - ~140 microns
   * - Number of max-cap violations
     - 0
   * - Run status
     - finished clean
   * - Tool warnings
     - between 200 and 300
   * - Flip-flop and latch area
     - 826 sq um
   * - Flops & latches, synth
     - 33
   * - Area contributors post-synth
     - sky130_fd_sc_hd__dfrtp_1 (50%), sky130_fd_sc_hd__xnor2_1 (8.0%), sky130_fd_sc_hd__xor2_1 (8.0%), sky130_fd_sc_hd__nand4_4 (3.9%), sky130_fd_sc_hd__nor4_1 (3.0%)
   * - Sort of element at the end of the critical path
     - output port
   * - Yosys Instances
     - ~140
   * - Setup repair after global routing missed its margin
     - false
   * - Number of sinks driven by the clock tree
     - 33
   * - Shortest clock period the worst path allows after layout
     - 2.54 ns
   * - Maximum clock frequency
     - 394 MHz
   * - CP bufs+invs
     - 1
   * - Total die size
     - 20200 sq um
   * - Vias
     - 1062
   * - Area figure in the yosys stat output
     - around 1600 sq um
   * - Residual antenna-violating net count after detailed routing
     - 0
   * - Synthesized instance count
     - 142
   * - Share of cells above drive strength 1
     - 0.154
   * - Crit path kind
     - flip-flop to output port
   * - Final hold violations
     - 0
   * - Fin. max-slew vios
     - 0
   * - Most frequent cell after synthesis
     - sky130_fd_sc_hd__dfrtp_1
   * - Syn-to-layout area delta
     - 22.4%
   * - Synth Seq Share
     - 0.501
   * - Largest buffer count on any clock path
     - 2
   * - Setup Slack @ Placement
     - around 5.1 ns
   * - Post-route setup TNS
     - 0 ns
   * - Drc violations
     - 0
   * - Number of different library cells in the post-synthesis netlist
     - 27
   * - Buffer type at the clock tree root
     - sky130_fd_sc_hd__clkbuf_16
   * - Most instantiated flip-flop cell in the synthesis netlist
     - sky130_fd_sc_hd__dfrtp_1
   * - # setup viols final
     - 0
   * - Worst slew margin relative to its limit
     - 0.721
   * - Data required time of the worst path
     - between 5 and 6 ns
   * - First-pass GRT wire length
     - 4730 microns
   * - Clock tree from TritonCTS
     - built
   * - Synth top area share
     - 0.501
   * - Async SR Flop Fraction
     - 1.00
   * - Synth Area per Inst
     - 11.6 sq um
   * - Path category of the worst min-delay check
     - flip-flop to flip-flop
   * - Final clock skew
     - around 0.0056 ns
   * - Cell type contributing the most total cell area after synthesis
     - sky130_fd_sc_hd__dfrtp_1
   * - Antenna Diode Count
     - 0
   * - Kind of cell adding the most delay to the critical path
     - buffers and inverters
   * - Endpoint arrival time on the critical path
     - 1.06 ns
   * - Rows
     - 44
   * - Area of the mapped netlist
     - 1650 sq um
   * - Combinational cell area excluding buffers and inverters
     - just under 800 sq um
   * - Via count of the first global-routing pass
     - 1018
[stage by stage]
stage	utilization	hold WS (ns)	instances	area [sq um]
5_1_grt	0.139	0.486	333	2020
4_1_cts	0.139	0.449	333	2020
3_5_place_dp	0.129	0.442	325	1870
3_3_place_gp	0.129	0.436	325	1870
2_1_floorplan	-	0.424	142	1650
6_report	0.139	0.445	333	2020
[power by group]
part | internal, mW | total [mW] | switching [mW]
clock network | 0.123 | 0.198 | 0.0753
logic | 0.000844 | 0.00435 | 0.00350
registers | 0.181 | 0.181 | 0
total | 0.305 | 0.383 | 0.0788
[final timing paths]
path	start	depth (start not counted)	to
setup / recovery	done	1	done
hold / removal	count[0]	1	count[0]
setup reg to reg	count[7]	4	count[27]
hold reg to reg	count[0]	1	count[0]
max in group asynchronous	rst	3	count[20]
min in group asynchronous	rst	3	count[3]
[sequential cells by signal, indices dropped and copies added (netlist names)]
register and count:
count 32, done 1
[routing by layer]
metal | vias up | track usage | wire [microns]
li1 | 512 | - | -
met1 | 524 | 0.0390 | 1350
met2 | 19 | 0.0386 | 1230
met3 | 7 | 0.00949 | 133
met4 | 0 | 0.00430 | 38
met5 | - | 0 | 0
[layout make-up]
class / count / area share
Inverter: 6 / 0.0112
Clock buffer: 5 / 0.0620
Multi-Input combinational cell: 99 / 0.381
Tap cell: 184 / 0.114
Clock inverter: 3 / 0.00868
Sequential cell: 33 / 0.409
Timing Repair Buffer: 3 / 0.0136
[cell families after synthesis]
| logic type | Yosys count | synth area share |
|---|---|---|
| DFF | 33 | 0.501 |
| xor gates and xnor gates | 30 | 0.159 |
| buffers and inverters | 10 | 0.0326 |
| adders and majority gates | 1 | 0.00759 |
| and+or+nand+nor | 68 | 0.299 |
[layout by cell type (no fill, tap or decap), drive strengths merged]
cell type      instances
nor4                  11
dfrtp                 33
xnor2                 15
xor2                  15
clkbuf                 5
nor2                   8
ha                     1
nor2b                  1
nor4b                  3
nand2                  9
nor3                   9
buf                    1
nand4                 10
and2                   3
and3                   3
clkinv                 2
clkdlybuf4s50          2
clkinvlp               1
inv                    6
nand3                  8
and4                   3
No activity file was given, so power comes from the tool's default toggle rates.
