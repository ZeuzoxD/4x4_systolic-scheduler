--- design/flow/config.mk ---
export PLATFORM = sky130hd
export DESIGN_NAME = systolic_scheduler
export DESIGN_NICKNAME = systolic_scheduler
export VERILOG_FILES = /design/flow/design.v
export SDC_FILE = /design/flow/constraint.sdc
export NUM_CORES = 4
export LEC_CHECK = 1
export CORE_AREA = 10 10 492 492
export DIE_AREA = 0 0 502 502
--- design/flow/constraint.sdc ---
current_design systolic_scheduler

set clk_period 14.7
set clk_io_pct 0.2

create_clock -name clk0 -period $clk_period [get_ports {clk}]

set non_clock_inputs [all_inputs -no_clocks]
set_input_delay [expr $clk_period * $clk_io_pct] -clock clk0 $non_clock_inputs
set_output_delay [expr $clk_period * $clk_io_pct] -clock clk0 [all_outputs]
--- design/flow/design.v ---
module systolic_scheduler#(
  parameter DELAY = 10,
  parameter DATA_WIDTH = 32
) (
  input clk,
  input rst,
  input start,
  input [DATA_WIDTH-1:0] mat_a_00, mat_a_01, mat_a_02, mat_a_03,
  input [DATA_WIDTH-1:0] mat_a_10, mat_a_11, mat_a_12, mat_a_13,
  input [DATA_WIDTH-1:0] mat_a_20, mat_a_21, mat_a_22, mat_a_23,
  input [DATA_WIDTH-1:0] mat_a_30, mat_a_31, mat_a_32, mat_a_33,
  input [DATA_WIDTH-1:0] mat_b_00, mat_b_01, mat_b_02, mat_b_03,
  input [DATA_WIDTH-1:0] mat_b_10, mat_b_11, mat_b_12, mat_b_13,
  input [DATA_WIDTH-1:0] mat_b_20, mat_b_21, mat_b_22, mat_b_23,
  input [DATA_WIDTH-1:0] mat_b_30, mat_b_31, mat_b_32, mat_b_33,
  output reg [DATA_WIDTH-1:0] a_out0, a_out1, a_out2, a_out3,
  output reg [DATA_WIDTH-1:0] b_out0, b_out1, b_out2, b_out3,
  output reg valid,
  output reg done
);
  reg [3:0] step;  
  reg [$clog2(DELAY+1)-1:0] delay_counter;  
  reg feeding;  
  wire [DATA_WIDTH-1:0] mat_a [0:3][0:3];
  wire [DATA_WIDTH-1:0] mat_b [0:3][0:3];
  assign mat_a[0][0] = mat_a_00; assign mat_a[0][1] = mat_a_01; assign mat_a[0][2] = mat_a_02; assign mat_a[0][3] = mat_a_03;
  assign mat_a[1][0] = mat_a_10; assign mat_a[1][1] = mat_a_11; assign mat_a[1][2] = mat_a_12; assign mat_a[1][3] = mat_a_13;
  assign mat_a[2][0] = mat_a_20; assign mat_a[2][1] = mat_a_21; assign mat_a[2][2] = mat_a_22; assign mat_a[2][3] = mat_a_23;
  assign mat_a[3][0] = mat_a_30; assign mat_a[3][1] = mat_a_31; assign mat_a[3][2] = mat_a_32; assign mat_a[3][3] = mat_a_33;
  assign mat_b[0][0] = mat_b_00; assign mat_b[0][1] = mat_b_01; assign mat_b[0][2] = mat_b_02; assign mat_b[0][3] = mat_b_03;
  assign mat_b[1][0] = mat_b_10; assign mat_b[1][1] = mat_b_11; assign mat_b[1][2] = mat_b_12; assign mat_b[1][3] = mat_b_13;
  assign mat_b[2][0] = mat_b_20; assign mat_b[2][1] = mat_b_21; assign mat_b[2][2] = mat_b_22; assign mat_b[2][3] = mat_b_23;
  assign mat_b[3][0] = mat_b_30; assign mat_b[3][1] = mat_b_31; assign mat_b[3][2] = mat_b_32; assign mat_b[3][3] = mat_b_33;
  always @(posedge clk or posedge rst) begin
    if (rst) begin
      step <= 0;
      delay_counter <= 0;
      valid <= 0;
      done <= 0;
      feeding <= 0;
      a_out0 <= 0; a_out1 <= 0; a_out2 <= 0; a_out3 <= 0;
      b_out0 <= 0; b_out1 <= 0; b_out2 <= 0; b_out3 <= 0;
    end else begin
    if (start && !feeding && !done) begin
        feeding <= 1;
        step <= 0;
        delay_counter <= 0;
        done <= 0;
        valid <= 0;
      end
      if (feeding) begin
        if (delay_counter == DELAY-1) begin
            delay_counter <= 0;
            valid <= 1;
            if (step <= 3) begin
              a_out0 <= mat_a[0][step];
              b_out0 <= mat_b[step][0];
            end else begin
              a_out0 <= 0;
              b_out0 <= 0;
            end
            if (step >= 1 && step <= 4) begin
              a_out1 <= mat_a[1][step-1];
              b_out1 <= mat_b[step-1][1];
            end else begin
              a_out1 <= 0;
              b_out1 <= 0;
            end
            if (step >= 2 && step <= 5) begin
              a_out2 <= mat_a[2][step-2];
              b_out2 <= mat_b[step-2][2];
            end else begin
              a_out2 <= 0;  
              b_out2 <= 0;
            end
            if (step >= 3 && step <= 6) begin
              a_out3 <= mat_a[3][step-3];
              b_out3 <= mat_b[step-3][3];
            end else begin
              a_out3 <= 0;
              b_out3 <= 0;
            end
            if (step == 7) begin
              feeding <= 0;
              done <= 1;
              valid <= 0;
            end else begin
              step <= step + 1;
            end
        end else begin
          delay_counter <= delay_counter + 1;
          valid <= 0;
        end
      end else if (done) begin
          valid <= 0;
          if (start) begin
              done <= 0;  
          end
      end else begin
        valid <= 0;
      end
    end
  end
endmodule
--- design/flow/run.sh ---
#!/bin/bash
# OpenROAD 26Q1-2900-gdf79404cd8, Yosys 0.63+post, stock flow scripts
make -C /OpenROAD-flow-scripts/flow DESIGN_CONFIG=/design/flow/config.mk WORK_HOME=/design/flow/orfs finish
==> flow_summary_export.csv <==
group,metric,value,unit
outcome,outcome,"complete, no violations",
floorplan,design.core.area,0.2306,mm²
critical_path,critPathMaxFanout,77,
clock_network,clkSinkCount,267,
power,internal_power,1796,µW
critical_path,r2r_cells,8,
global_routing,grt_pass1_vias,46290,
critical_path,worst-path-buf-inv,2,
clock_network,clk_latency,0.70,ns
sta,tns,0,ns
placement,gp_congestion,1.031,
clock_network,tritoncts,"done",
floorplan,die_x,502,µm
placement,dp_hpwl,332.9,mm
routing,drc_errors,0,
logic_synthesis,synthCells,3967,
placement,placed_area,0.04764,mm²
run,tool_warnings,35,
clock_network,cts-resized-gates,0,
sta,maxSlewViolCount,0,
critical_path,required,15.32,ns
sta,setup_violations,0,
worst_hold_path,min_path_type,"reg2reg",
worst_hold_path,hold_depth,2,
routing,dr.pass1.iters,14,
critical_path,cp-end-kind,"flip-flop",
sta,slew_headroom,28.96,%
critical_path,crit_family,"simple AND/OR/NAND/NOR gates",
finish,instances_no_fill,8330,
finish,final_common_cell,"clkdlybuf4s50_1",
floorplan,ioPinCount,1285,
power,power_switching,902.1,µW
logic_synthesis,postSynthAreaPerCell,7.719,µm²
routing,drt_iter0_markers,7787,
routing,postRouteAntennaNets,0,
finish,post-route-cell-area,0.04963,mm²
power,leakagePower,0.01780,µW
clock_network,cts_post_setup_buffers_inserted,0,
floorplan,rows,176,
sta,period_minus_slack,5.133,ns
logic_synthesis,synthArstFlopShare,100.0,%
critical_path,crit_cells,8,
global_routing,grt_max_degree,79,
finish,final_cell_mix,"1284 x clkdlybuf4s50_1, 564 x nand2_1, 356 x a22oi_1, 352 x o21ai_0, 265 x dfrtp_1",
sta,worst_pin_slew,1.062,ns
critical_path,timing.rr.start,"step[0]",
routing,vias,49570,
critical_path,slowest_delay,0.87,ns
critical_path,crit_arrival,5.75,ns
power,power.density,54.36,mW/mm²
global_routing,overflow,0,
critical_path,crit_path_cell_trace,"ha_4 > buf_12 > buf_4 > nand2_1 > o22ai_2 > and2_1 > a21oi_1 > a32oi_1",
sta,rsz0062_at_grt,"false",
logic_synthesis,ys.flops,267,
logic_synthesis,yosysWarnings,1,
critical_path,critPathLaunch,"step[0]",
floorplan,initCoreUtil,13.28,%
logic_synthesis,ys_cells,3967,
logic_synthesis,flop_cell,"dfrtp_1",
routing,vias_per_cell,5.951,
global_routing,grtUsageTotal,32.97,%
critical_path,endpoint,"a_out3[18]",
power,comb_power_share,26.5,%
routing,drt-wirelength-per-cell,51.66,µm
logic_synthesis,synth_cell_types,96,
global_routing,antenna_found_initial,316,
global_routing,grt_pass1_wl,536.2,mm
power,clkPwrFrac,44.5,%
critical_path,setup.reg_to_reg.worst_slack,9.57,ns
clock_network,path_clk_slew,0.07,ns
sta,finalHoldViolCount,0,
finish,area_growth,62.06,%
critical_path,critPathKind,"reg2reg",
sta,final.period_utilization,34.92,%
finish,fill_cells,25200,
placement,dp.cells,8065,
logic_synthesis,synth-area-yosys,0.03062,mm²
power,switching_share,33.44,%
critical_path,start_kind,"flip-flop",
logic_synthesis,edf_count,0,
critical_path,r2r_end,"a_out3[18]",
power,vdd_drop_max,0.07328,mV
floorplan,die_h,502,µm
sta,max_freq,194.8,MHz
floorplan,dieArea,0.2520,mm²
clock_network,clk_path_buf_depth,3,
clock_network,cts_inserted_buffers,45,
logic_synthesis,seq_area_frac_synth,21.82,%
routing,totalWireLength,430.3,mm
clock_network,htreeDepth,2,
critical_path,slowest_stage,"dfrtp_1",
clock_network,cts_hold_buf,0,
run,max-cap-violations,0,
clock_network,root_buffer,"clkbuf_16",
logic_synthesis,synth_area,0.03062,mm²
sta,fin_skew,0.04013,ns
power,pwr-share-seq,29.0,%
finish,layout-drive-gt1-share,10.66,%
placement,numPortBuffers,1284,
==> worst min path at each step <==
stage          start         end
5_1_grt   b_out1[25]  b_out1[25]
6_report  b_out2[30]  b_out2[30]
4_1_cts   b_out1[15]  b_out1[15]
==> cell type report <==
cell class                 instances  area (µm²)  area share, %
multi-input combinational       3222       22320          44.96
timing repair buffer            1535       14790          29.79
sequential                       267        6689          13.48
tap                             3026        3786          7.629
clock buffer                      56        1217          2.453
antenna                          182       455.4         0.9177
clock inverter                    27       315.3         0.6353
inverter                          15       63.81         0.1286
==> registers in the layout, indices dropped and copies added, names as in the netlist <==
register / flops
step: 4
valid: 1
delay_counter: 4
a_out2: 32
a_out0: 32
b_out1: 32
a_out1: 32
b_out2: 32
b_out3: 32
done: 1
b_out0: 32
a_out3: 32
feeding: 1
==> synth_stat cells (all sizes together) (12+ instances only) <==
cell       n  area [µm²]
nand2    566        2125
o21ai    361        1807
a22oi    356        2673
dfrtp    267        6681
a21oi    248        1252
clkbuf   235       882.1
buf      228        1129
a221oi   192        1682
a22o     168        1471
nand3    167       835.8
mux2i    155        1551
a222oi   128        1281
nor2     117       439.2
mux2      85       957.2
nand4     56       350.3
a32oi     49       429.2
a31oi     40       250.2
and3      39       244.0
a211oi    34       260.3
a2111oi   33       314.0
o22ai     31       193.9
nor3      28       150.1
mux4      27       608.1
a221o     22       220.2
o2111ai   22       192.7
o221ai    22       192.7
o31ai     19       142.6
o211ai    18       135.1
nor4      17       133.9
inv       14       52.55
a21o      13       97.59
a32o      13       130.1
ha        12       150.1
nor2b     12       75.07
o2bb2ai   12       105.1
==> through the flow <==
step                power [µW]  hold WS (ns)  setup WS, ns  utilization (%)
detailed placement        1494        0.4701         9.126            20.66
finish                    2698        0.4769         9.567            21.53
global route              2758        0.4965         9.625            21.44
floorplan                915.2        0.4188         4.406                -
global placement          1498        0.4654         9.141            20.66
CTS                       2702        0.4836         9.621            21.33
==> tightest hold or removal path: cells and delay by family, from the launching register on <==
kind	cells	cell delay [ns]
simple gates	1	0.05
flops	1	0.34
compound gates	1	0.06
==> power by group through the flow <==
stage,sequential [µW],combinational (µW),clock (µW)
CTS,783,701,1220
global route,785,737,1240
finish,783,714,1200
==> logic make-up after synthesis <==
family	Yosys count	synth area share [%]
AND-OR/OR-AND	1867	44.45
AND/OR/NAND/NOR	1070	16.04
buffers and inverters	478	6.750
multiplexers	267	10.18
flip-flops	267	21.82
adder cells (fa/ha/maj)	12	0.4903
XOR/XNOR	6	0.2820
==> metal layers <==
metal	vias up	GRT usage [%]	part of all wire (%)
li1	18570	-	-
met1	24080	34.70	33
met2	5002	48.40	43
met3	1786	21.30	16
met4	140	20.72	8.1
met5	-	3.444	0.30
Power is estimated from default activity; no workload was simulated.
